==> flow/design.v <==
module counter
(
    clk,
    enable,
    CS,
    SCLK,
    SDO
);
input clk;
input enable;
output CS;
output SCLK;
output SDO;
localparam state_CS_HIGH =  3'd0;
localparam state_tCSSR =    3'd1;
localparam state_CLK_LOW =  3'd2;
localparam state_CLK_HIGH = 3'd3;
localparam delay_tCSH  = 4'd2 - 4'd1;
localparam delay_tCSSR = 4'd1 - 4'd1;
localparam delay_tLO   = 4'd1 - 4'd1;
localparam delay_tHIGH = 4'd1 - 4'd1;
localparam dataIncrement = 16'd443;
reg [3:0] clockCounter;
reg cs, sclk;
reg [2:0] state;
reg [3:0] delay;
reg [15:0] dacCount;
reg [15:0] dataOut;
reg lastEnable;
initial begin
    dacCount = 0;
    cs = 1;
    sclk = 0;
    lastEnable = 0;
    delay = delay_tCSH;
    state = state_CS_HIGH;
end
always @(posedge clk) begin
    if( !lastEnable && enable ) begin
        dacCount <= 0;
        cs <= 1;
        sclk <= 0;
        delay <= delay_tCSH;
        state <= state_CS_HIGH;
    end else begin
        if( delay != 0 ) delay <= delay - 1;
        case( state )
            state_CS_HIGH: begin
                if( delay == 0 ) begin
                    cs <= 0;
                    clockCounter <= 0;
                    dataOut <= dacCount;
                    if( delay_tCSSR == 0 ) begin
                        delay <= delay_tLO;
                        state <= state_CLK_LOW;
                    end else begin
                        delay <= delay_tCSSR;
                        state <= state_tCSSR;
                    end
                end
            end
            state_tCSSR: begin
                if( delay == 0 ) begin
                    sclk <= 1;
                    delay <= delay_tHIGH;
                    state <= state_CLK_HIGH;
                end
            end
            state_CLK_LOW: begin
                if( delay == 0 ) begin
                    sclk <= 1;
                    delay <= delay_tHIGH;
                    state <= state_CLK_HIGH;
                end
            end
            state_CLK_HIGH: begin
                if( delay == 0 ) begin
                    if( clockCounter != 15 ) begin
                        dataOut <= dataOut << 1;
                        clockCounter <= clockCounter + 1;
                        sclk <= 0;
                        delay <= delay_tLO;
                        state <= state_CLK_LOW;
                    end else begin
                        dacCount <= dacCount + dataIncrement;
                        cs <= 1;
                        sclk <= 0;
                        delay <= delay_tCSH;
                        state <= state_CS_HIGH;
                    end
                end
            end
            default: begin
            end
        endcase
    end
    lastEnable = enable;
end
assign CS = cs;
assign SCLK = sclk;
assign SDO = dataOut[15];
endmodule
==> flow/run.sh <==
#!/bin/bash
# OpenROAD 26Q1-2900-gdf79404cd8, Yosys 0.63+post, stock flow scripts
make -C /OpenROAD-flow-scripts/flow DESIGN_CONFIG=/design/flow/config.mk WORK_HOME=/design/flow/orfs finish
==> flow/config.mk <==
export PLATFORM = sky130hd
export DESIGN_NAME = counter
export DESIGN_NICKNAME = counter
export VERILOG_FILES = /design/flow/design.v
export SDC_FILE = /design/flow/constraint.sdc
export NUM_CORES = 4
export LEC_CHECK = 1
export CORE_AREA = 10 10 113 113
export DIE_AREA = 0 0 123 123
==> flow/constraint.sdc <==
current_design counter

set clk_period 3.6
set clk_io_pct 0.2

create_clock -name clk0 -period $clk_period [get_ports {clk}]

set non_clock_inputs [all_inputs -no_clocks]
set_input_delay [expr $clk_period * $clk_io_pct] -clock clk0 $non_clock_inputs
set_output_delay [expr $clk_period * $clk_io_pct] -clock clk0 [all_outputs]
==> job_summary.md <==
### Flow metrics

| Metric | Value |
|---|---|
| WL met3 | 199 um |
| Worst Setup End Kind | flop |
| Post-CTS setup buffer count | 0 |
| Power per cell area | 650.1 nW/um2 |
| Drt first pass iters | 4 |
| Number of enable flip-flop cells | 20 |
| Final min period | roughly 2100 ps |
| Drc violations | 0 |
| Routed wire length on met2 | 1559 um |
| Dominant cell area share | 0.2800 |
| Floorplan utilization | 0.2077 |
| M1 wire length | roughly 1900 um |
| Largest net degree at the start of global routing | 35 |
| Max Fanout on Critical Path | 20 |
| Post-Syn Area | 2145 um2 |
| P_leak | 0.8857 nW |
| Detailed-route vias per instance | ~4.2 |
| Total track usage | 0.05249 |
| CTS tree | yes |
| Root Buffer | clkbuf_8 |
| Synth Seq Share | 0.5134 |
| Row count | 37 |
| Final Cycle Share | 0.5833 |
| Flops & latches, synth | 45 |
| Max-slew violations | 0 |
| Startpoint types | flop |
| I/O Buffers | 4 |
| Main synth FF type | dfxtp_1 |
| Final setup violation count | 0 |
| Layout area overhead | 14.94% |
| Core Region | 10320 um2 |
| First-pass GRT wire length | 6651 um |
| Final wirelength | roughly 3600 um |
| Tool warnings | 28 |
| Pwr Total | 1.602 mW |
| Initial antenna violation count | 0 |
| Sink Count | 45 |
| Total grt overflow | 0 |
| Placer Congestion | 0.8145 |
| Worst-path clk slew | 80 ps |
| WS Path Type | reg2reg |
| Remaining antenna violation count | 0 |
| DR WL/cell | around 10 um |
| Number of global-route vias before repair | around 1400 |
| Final core utilization | 0.2388 |
| Final Hold Fails | 0 |
| Longest Clk Path Bufs | 2 |
| I/O Pins | 5 |
| # hold bufs at CTS | 0 |
| Drt initial violations | 90 |
| Slew @ Worst Pin | 648.7 ps |
| Crit path DRT | between 3000 and 4000 ps |
| Run status | completed |
| DP Area | about 2400 um2 |
| Post-route cell area | around 2500 um2 |
| Die extent in x | 123 um |
| Worst Clk Skew | between 10 and 15 ps |
| Highest clock rate | 476.3 MHz |
| Hold slack final | 496.1 ps |
| Yosys top cell by area | edfxtp_1 |
| ANT cells | 0 |
| Arr. time, crit path | 2070 ps |
| Ys async rst share | 0 |
| PostCTS Resize Cnt | 0 |
| # Cells Yosys | 205 |
| Fin worst setup slack | 1500 ps |
| DR vias | between 1000 and 1500 |
| CTS HTree Levels | 2 |
| Slew margin rel. | 0.5607 |
| YS warnings | 1 |
| Post-DP HPWL | 2514 um |
| Top cells, area | edfxtp_1 28%, dfxtp_1 23%, mux2_2 6.3% |
| Die H | between 100 and 150 um |
| Chip Area, Yosys | 2145 um2 |
| Finished Layout Cells | 349 |
| VDD IR max | about 0.23 mV |
| Final setup TNS | 0 ps |
| MaxCap Viol Count | 0 |
| Hold/Removal Path Class | reg2reg |
| Clk ins delay skew pair | between 200 and 300 ps |
| Synth Area per Inst | 10.46 um2 |
| CTS Buf Count | 5 |
| Placed cells | 341 |
| Post-synth cell types | roughly 48 |
| RSZ-0062 raised after global routing | no |
| Die area | 15130 um2 |
| Mapped Cells | 205 |
| Pre-CTS setup slack | 1371 ps |
| Layout cell share with drive strength beyond 1 | 0.1408 |
| Highest Signal Layer | met4 |
## path summary, 6_finish.rpt
check | startpoint | to | slack, ps | cells past startpoint
setup / recovery | delay[0] | clockCounter[1] | 1500 | 9
setup reg to reg | delay[0] | clockCounter[1] | 1500 | 9
hold / removal | dacCount[14] | dacCount[14] | 500 | 2
hold reg to reg | dacCount[14] | dacCount[14] | 500 | 2
## cells by family after synthesis
| kind of cell | count (synthesis) | share of synthesized area |
|---|---|---|
| AND-OR/OR-AND | 42 | 0.1319 |
| multiplexers | 13 | 0.06768 |
| flip-flops | 45 | 0.5134 |
| XOR/XNOR | 10 | 0.04084 |
| buffers and inverters | 19 | 0.03384 |
| adder cells (fa/ha/maj) | 7 | 0.04084 |
| AND/OR/NAND/NOR | 69 | 0.1715 |
## critical path, cell delays in order (launching register included)
cell and delay, ps:
dfxtp_1 320, inv_1 100, ha_1 180, nor3b_2 160, buf_4 210, inv_2 120
a21oi_1 160, a21oi_1 70, nor3_2 150, buf_4 290
## cell usage in the layout (no fill, tap or decap), types with 2 or more instances in the layout
cell,Yosys,layout
o31a_1,2,2
a21oi_1,13,13
xnor2_1,6,6
o21ai_0,6,6
nand2_1,14,14
o311ai_1,2,2
inv_1,10,10
edfxtp_1,20,20
o31ai_1,2,2
ha_1,7,7
nor3_1,5,4
nor3_2,1,2
nor2b_1,3,3
dfxtp_1,25,25
nor2_1,17,17
nand2b_1,5,5
buf_4,0,4
a211oi_1,2,2
o21ai_1,4,4
nand4_1,2,2
mux2_2,12,12
xor2_1,4,4
clkdlybuf4s50_1,0,4
and3_1,3,3
and2_1,3,3
or4_1,3,3
nand3_1,5,5
clkbuf_8,0,5
## cell usage after synthesis (2+ instances only)
master / count
a211oi_1: 2
a21oi_1: 13
and2_1: 3
and3_1: 3
clkbuf_1: 7
dfxtp_1: 25
edfxtp_1: 20
ha_1: 7
inv_1: 10
mux2_2: 12
nand2_1: 14
nand2b_1: 5
nand3_1: 5
nand4_1: 2
nor2_1: 17
nor2b_1: 3
nor3_1: 5
o21ai_0: 6
o21ai_1: 4
o311ai_1: 2
o31a_1: 2
o31ai_1: 2
or4_1: 3
xnor2_1: 6
xor2_1: 4
## report_power, final
group          switching [mW]  internal (mW)
clock                   0.157          0.205
combinational           0.258          0.185
sequential             0.0672          0.731
total                   0.481           1.12
## cell type report
cell class / count / area, um2
clock buffers: 6 / 72.57
clock inverters: 2 / 33.78
fillers: 1068 / 7859
inverters: 11 / 41.29
multi-input cells: 141 / 975.9
flip-flops and latches: 45 / 1101
well taps: 136 / 170.2
repair buffers: 8 / 70.07
## state kept, by name, indices dropped and copies added (netlist names)
| signal | count |
|---|---|
| clockCounter | 4 |
| delay | 4 |
| dacCount | 16 |
| cs | 1 |
| sclk | 1 |
| dataOut | 16 |
| state | 2 |
| lastEnable | 1 |
## metal layers
metal,up-vias,track usage
li1,751,-
met1,683,0.07489
met2,22,0.07898
met3,4,0.01804
met4,0,0.005822
met5,-,0
Power and IR drop assume default switching activity.
